### flow/design.v
`timescale 1ns / 1ps
module simple_alu #(
    parameter WIDTH = 8
)(
    input wire clk,
    input wire rst_n,
    input wire [WIDTH-1:0] a,            
    input wire [WIDTH-1:0] b,            
    input wire [3:0] opcode,             
    input wire execute,                  
    output reg [WIDTH-1:0] result,       
    output reg [3:0] flags,              
    output reg done                      
);
    localparam ADD  = 4'b0000;
    localparam SUB  = 4'b0001;
    localparam AND  = 4'b0010;
    localparam OR   = 4'b0011;
    localparam XOR  = 4'b0100;
    localparam NOT  = 4'b0101;
    localparam SHL  = 4'b0110;   
    localparam SHR  = 4'b0111;   
    localparam CMP  = 4'b1000;   
    localparam MUL  = 4'b1001;   
    localparam FLAG_ZERO = 3;
    localparam FLAG_NEG  = 2;
    localparam FLAG_CARRY = 1;
    localparam FLAG_OVF  = 0;
    reg execute_prev;
    wire execute_edge;
    wire [WIDTH:0] add_result;
    wire [WIDTH:0] sub_result;
    wire [WIDTH-1:0] and_result;
    wire [WIDTH-1:0] or_result;
    wire [WIDTH-1:0] xor_result;
    wire [WIDTH-1:0] not_result;
    wire [WIDTH-1:0] shl_result;
    wire [WIDTH-1:0] shr_result;
    wire [WIDTH-1:0] mul_result;
    wire [2*WIDTH-1:0] mul_full;   
    assign add_result = {1'b0, a} + {1'b0, b};
    assign sub_result = {1'b0, a} - {1'b0, b};
    assign and_result = a & b;
    assign or_result = a | b;
    assign xor_result = a ^ b;
    assign not_result = ~a;
    assign shl_result = a << 1;
    assign shr_result = a >> 1;
    assign mul_result = a * b;
    assign mul_full = a * b;   
    always @(posedge clk or negedge rst_n) begin
        if (!rst_n)
            execute_prev <= 0;
        else
            execute_prev <= execute;
    end
    assign execute_edge = execute & ~execute_prev;
    always @(posedge clk or negedge rst_n) begin
        if (!rst_n) begin
            result <= 0;
            flags <= 0;
            done <= 0;
        end else begin
            if (done)
                done <= 0;
            if (execute_edge) begin
                case (opcode)
                    ADD: begin
                        result <= add_result[WIDTH-1:0];
                        flags[FLAG_CARRY] <= add_result[WIDTH];
                        flags[FLAG_OVF] <= (a[WIDTH-1] == b[WIDTH-1]) &&
                                          (add_result[WIDTH-1] != a[WIDTH-1]);
                        flags[FLAG_ZERO] <= (add_result[WIDTH-1:0] == 0);
                        flags[FLAG_NEG] <= add_result[WIDTH-1];
                        done <= 1;
                    end
                    SUB: begin
                        result <= sub_result[WIDTH-1:0];
                        flags[FLAG_CARRY] <= sub_result[WIDTH];
                        flags[FLAG_OVF] <= (a[WIDTH-1] != b[WIDTH-1]) &&
                                          (sub_result[WIDTH-1] != a[WIDTH-1]);
                        flags[FLAG_ZERO] <= (sub_result[WIDTH-1:0] == 0);
                        flags[FLAG_NEG] <= sub_result[WIDTH-1];
                        done <= 1;
                    end
                    AND: begin
                        result <= and_result;
                        flags[FLAG_CARRY] <= 0;
                        flags[FLAG_OVF] <= 0;
                        flags[FLAG_ZERO] <= (and_result == 0);
                        flags[FLAG_NEG] <= and_result[WIDTH-1];
                        done <= 1;
                    end
                    OR: begin
                        result <= or_result;
                        flags[FLAG_CARRY] <= 0;
                        flags[FLAG_OVF] <= 0;
                        flags[FLAG_ZERO] <= (or_result == 0);
                        flags[FLAG_NEG] <= or_result[WIDTH-1];
                        done <= 1;
                    end
                    XOR: begin
                        result <= xor_result;
                        flags[FLAG_CARRY] <= 0;
                        flags[FLAG_OVF] <= 0;
                        flags[FLAG_ZERO] <= (xor_result == 0);
                        flags[FLAG_NEG] <= xor_result[WIDTH-1];
                        done <= 1;
                    end
                    NOT: begin
                        result <= not_result;
                        flags[FLAG_CARRY] <= 0;
                        flags[FLAG_OVF] <= 0;
                        flags[FLAG_ZERO] <= (not_result == 0);
                        flags[FLAG_NEG] <= not_result[WIDTH-1];
                        done <= 1;
                    end
                    SHL: begin
                        result <= shl_result;
                        flags[FLAG_CARRY] <= a[WIDTH-1];
                        flags[FLAG_OVF] <= 0;
                        flags[FLAG_ZERO] <= (shl_result == 0);
                        flags[FLAG_NEG] <= shl_result[WIDTH-1];
                        done <= 1;
                    end
                    SHR: begin
                        result <= shr_result;
                        flags[FLAG_CARRY] <= a[0];
                        flags[FLAG_OVF] <= 0;
                        flags[FLAG_ZERO] <= (shr_result == 0);
                        flags[FLAG_NEG] <= shr_result[WIDTH-1];
                        done <= 1;
                    end
                    CMP: begin
                        result <= result;   
                        flags[FLAG_CARRY] <= sub_result[WIDTH];
                        flags[FLAG_OVF] <= (a[WIDTH-1] != b[WIDTH-1]) &&
                                          (sub_result[WIDTH-1] != a[WIDTH-1]);
                        flags[FLAG_ZERO] <= (a == b);
                        flags[FLAG_NEG] <= sub_result[WIDTH-1];
                        done <= 1;
                    end
                    MUL: begin
                        result <= mul_result;
                        flags[FLAG_CARRY] <= 0;
                        flags[FLAG_OVF] <= |mul_full[2*WIDTH-1:WIDTH];   
                        flags[FLAG_ZERO] <= (mul_result == 0);
                        flags[FLAG_NEG] <= mul_result[WIDTH-1];
                        done <= 1;
                    end
                    default: begin
                        result <= 0;
                        flags <= 0;
                        done <= 1;
                    end
                endcase
            end
        end
    end
endmodule
### flow/run.sh
#!/bin/bash
# OpenROAD 26Q1-2900-gdf79404cd8, Yosys 0.63+post, stock flow scripts
make -C /OpenROAD-flow-scripts/flow DESIGN_CONFIG=/design/flow/config.mk WORK_HOME=/design/flow/orfs finish
### flow/config.mk
export PLATFORM = sky130hd
export DESIGN_NAME = simple_alu
export DESIGN_NICKNAME = simple_alu
export VERILOG_FILES = /design/flow/design.v
export SDC_FILE = /design/flow/constraint.sdc
export NUM_CORES = 4
export LEC_CHECK = 1
export CORE_UTILIZATION = 50
### flow/constraint.sdc
current_design simple_alu

set clk_period 2.9
set clk_io_pct 0.2

create_clock -name clk0 -period $clk_period [get_ports {clk}]

set non_clock_inputs [all_inputs -no_clocks]
set_input_delay [expr $clk_period * $clk_io_pct] -clock clk0 $non_clock_inputs
set_output_delay [expr $clk_period * $clk_io_pct] -clock clk0 [all_outputs]
==> run summary <==
flow finished, numbers: Post-synth seq share 8.21%, final hold vios 0, Placeable Area 8260 sq um, clk latency late pin 270 ps, Clock Sink Count 14, Worst Setup Path Type input pin to flip-flop, most numerous logic cells after layout buf_4 (133), inv_1 (60), nor2_1 (47), EDFF count, synth 0, CTS tree done, Reg clk slew, reported paths 100 ps, Detail Placement HPWL 12.5 mm, ANT nets after route 0, failing checks negative setup slack, fin crit period 4420 ps, TritonCTS buffer count 3, Root Buffer clkbuf_8, Worst setup EP type flip-flop, commonest register cell after synthesis dfrtp_1, max capacitance violation total 0, Yosys cell types 70, Area after DPL 5900 sq um, vias per cell 5.70, Leak 3.08 nW, Routability Congestion 1.03, final setup violation count 7, largest net degree at the start of global routing 15, initial antenna violation count 0, Filler Cells Inserted 547, sequential share of power 7.8%, # DRC 0, worst hold slack 461 ps, Clock Skew 24.8 ps, Crit path required time 3050 ps, sw frac 45.4%, 1st-pass router iterations 5, Max Transition Viols Final 0, Total Wirelength 15.9 mm, Worst Tran Pin Value 771 ps, # Cells Yosys 553, Setup crit start kind input pin, first-pass GRT wire length 23.8 mm, fp_density 51.7%, num rows 33, syn avg cell area 7.72 sq um, Design Area, Final 6440 sq um, CP arrival 4570 ps, flip-flop and latch area 350 sq um, RSZ-0062 raised after global routing yes, Commonest Layout Cell buf_4, vias in the first global route 4565, Clk pwr share 7.4%, status finished, violations left, layout cells sized above 1 37.6%, tool warnings 46, worst vdd ir 0.000406 V, Synth Instances 553, Area Overhead vs Synth 50.8%, Total GRT Usage 37.4%, H-tree depth 1, asr flop ratio synth 100%, initial DRC count 247, DIE WIDTH 94.4 um, Int Pwr 1.64 mW, Antenna Cells 0, Pwr Total 3.01 mW, die height 94.4 um, via count 4737, combinational gate area 3960 sq um, period utilization 152%, die area 8910 sq um, Post-Syn Area 4270 sq um, Final Core Density 78.0%, WL per Instance 19.1 um, Synth flops 14, Sw Pwr 1.36 mW, pwr dens 467 nW/um^2, PnR worst setup slack -1520 ps, area reported by Yosys stat 4270 sq um, Hold WC Path Type flip-flop to flip-flop, grt total ovfl 0, Logic pwr share 84.9%, Rel. slew slack 48.4%, largest fanout on the critical path 6, f_max 0.226 GHz, number of synthesis warnings 1, I/O Pins 36, clock buffer depth 2, Port-buffer cells 35
synth_stat cells, types with 4 or more instances:
cell type / count / area (sq um)
inv_1: 80 / 300
xnor2_1: 13 / 114
nand4_1: 8 / 50.1
nand2_1: 56 / 210
a21o_1: 4 / 30.0
a21oi_1: 25 / 125
o21a_1: 5 / 37.5
o22ai_1: 5 / 31.3
nand3_1: 8 / 40.0
nor4_1: 5 / 31.3
o211ai_1: 6 / 45.0
o21ai_1: 8 / 40.0
clkbuf_1: 15 / 56.3
ha_1: 60 / 751
or3_1: 4 / 25.0
fa_1: 38 / 761
dfrtp_1: 14 / 350
mux2i_1: 10 / 100
nor2_1: 58 / 218
nand2b_1: 10 / 62.6
xor2_1: 7 / 61.3
nand3b_1: 6 / 45.0
o21ai_0: 24 / 120
a211oi_1: 7 / 52.6
nor3_1: 12 / 60.1
critical path, stage by stage:
cell       delay (ps)
buf_6             110
ha_4              160
fa_1              520
inv_1              50
fa_2              520
fa_1              420
fa_1              510
inv_2              40
ha_4              150
buf_6             110
o211a_1           220
buf_4             130
buf_4             140
o22ai_2           220
or2b_1            270
xnor2_1           140
a41o_1            180
o2111ai_1          90
metal layers:
layer,track usage [%],up-vias,part of all wire [%]
met5,0,-,0
met4,7.69,0,2.9
met3,8.42,36,7.3
met2,56.6,185,45
met1,56.5,2279,45
li1,-,2237,-
final cells by class:
class | instances | share of cell area (%)
inverters | 84 | 5.23
clock buffers | 4 | 0.855
multi-input cells | 433 | 61.5
well taps | 105 | 2.04
flip-flops and latches | 14 | 5.44
repair buffers | 191 | 24.9
what timing repair did:
action,4_1_cts,5_1_grt
pin swaps,41,28
setup buffers,6,16
gates resized,133,40
hold buffers,0,0
endpoints found under the setup margin,11,9
final timing paths:
kind                              start         to  slack [ps]  depth (start not counted)
max in group asynchronous         rst_n  result[1]        1640                          1
max reg2reg                execute_prev   flags[3]        1150                          7
min                        execute_prev       done         460                          1
max                                a[4]   flags[0]       -1520                         18
min in group asynchronous         rst_n  result[6]         750                          1
min reg2reg                execute_prev       done         460                          1
kinds of logic after synthesis:
kind of cell | count (synthesis) | synth area share (%)
simple gates | 183 | 20.4
xor+xnor | 20 | 4.10
flops | 14 | 8.21
compound gates | 121 | 19.3
mux | 11 | 2.87
buf+inv | 106 | 9.76
fa+ha+maj | 98 | 35.4
power groups by stage:
stage         logic, mW  registers, mW  clock network, mW
CTS                2.36          0.233              0.219
global route       2.80          0.237              0.228
finish             2.55          0.234              0.221
per-stage QoR:
step / setup WS [ps] / std cells / setup TNS, ps
2_1_floorplan: -1660 / 553 / -6330
3_3_place_gp: -2320 / 808 / -16450
3_5_place_dp: -2410 / 808 / -16860
4_1_cts: -1630 / 818 / -8150
5_1_grt: -1680 / 831 / -9350
6_report: -1520 / 831 / -8540
registers in the layout, indices dropped and copies added (netlist names):
name / cells
done: 1
execute_prev: 1
flags: 4
result: 8
Power figures rest on the tool's default switching activity, not on a simulated workload.

===== /design/flow/design.v =====
module serial_crc32_generator (
    input wire clk,
    input wire rst_n,
    input wire enable,
    input wire data_in,
    input wire new_message,
    output reg [31:0] crc_out
);
    localparam CRC_POLY = 32'hEDB88320;  
    reg [31:0] crc_reg;
    always @(posedge clk or negedge rst_n) begin
        if (!rst_n)
            crc_reg <= 32'hFFFFFFFF;
        else if (new_message)
            crc_reg <= 32'hFFFFFFFF;
        else if (enable)
            crc_reg <= (crc_reg >> 1) ^ ({32{(crc_reg[0] ^ data_in)}} & CRC_POLY);
    end
    always @(posedge clk or negedge rst_n) begin
        if (!rst_n)
            crc_out <= 32'h00000000;
        else if (new_message)
            crc_out <= 32'h00000000;
        else
            crc_out <= ~crc_reg;  
    end
endmodule

===== /design/flow/constraint.sdc =====
current_design serial_crc32_generator

set clk_period 2.7
set clk_io_pct 0.2

create_clock -name clk0 -period $clk_period [get_ports {clk}]

set non_clock_inputs [all_inputs -no_clocks]
set_input_delay [expr $clk_period * $clk_io_pct] -clock clk0 $non_clock_inputs
set_output_delay [expr $clk_period * $clk_io_pct] -clock clk0 [all_outputs]

===== /design/flow/run.sh =====
#!/bin/bash
# OpenROAD 26Q1-2900-gdf79404cd8, Yosys 0.63+post, stock flow scripts
make -C /OpenROAD-flow-scripts/flow DESIGN_CONFIG=/design/flow/config.mk WORK_HOME=/design/flow/orfs finish

===== /design/flow/config.mk =====
export PLATFORM = sky130hd
export DESIGN_NAME = serial_crc32_generator
export DESIGN_NICKNAME = serial_crc32_generator
export VERILOG_FILES = /design/flow/design.v
export SDC_FILE = /design/flow/constraint.sdc
export NUM_CORES = 4
export LEC_CHECK = 1
export CORE_UTILIZATION = 40

==> results.json <==
{
  "drv_cap": 0,
  "gp_congestion": 0.7328,
  "yosys_warnings": 1,
  "pin_count": 37,
  "setup_slack_ns": 0.8875,
  "finalPower_w": 0.002227,
  "htree_levels": 3,
  "crit_arrival_ns": 2.07,
  "cp_cell_sequence": "clkdlybuf4s50_1, xor3_1, a211o_1",
  "slew_viol_final": 0,
  "synthCells": 192,
  "track_usage_pct": 12.88,
  "fin_worst_skew_ns": 0.006739,
  "antenna_cells_inserted": 0,
  "power_leakage_nw": 1.521,
  "ys_cells": 192,
  "antenna_found_initial": 0,
  "cp-startpoint": "data_in",
  "yosys.stat.chipArea_um2": 2658,
  "clock_tree.root_cell": "clkbuf_8",
  "wl_met3_um": 132,
  "grt_pass1_wl_mm": 6.948,
  "fin_area_um2": 3276,
  "finalSetupTns_ns": 0,
  "ys_seq_share_pct": 61.77,
  "worst-r2r-cell-count": 2,
  "syn-cell-area_um2": 2658,
  "vias_per_cell": 4.896,
  "required_ns": 2.96,
  "r2r_slack_ns": 1.00,
  "grt_setup_unrepaired": "false",
  "ir_drop_mv": 0.4029,
  "crit_buf_inv": 1,
  "grt_start_max_net_pins": 43,
  "post-dp-hpwl_mm": 2.253,
  "wirelength_met1_mm": 1.975,
  "initial_utilization_pct": 41.61,
  "drtAntennaViolNets": 0,
  "fmaxAchievable_mhz": 551.7,
  "vias": 1503,
  "tightest_slew_ns": 0.7081,
  "rows": 29,
  "cts_max_path_buffers": 2,
  "timing.rr.start": "crc_reg[0]$_DFFE_PN1P_",
  "core_um2": 6386,
  "area_growth_pct": 23.26,
  "fp.dieW_um": 83.51,
  "drive_gt1_share_pct": 23.91,
  "fin_crit_sh_pct": 67.13,
  "warning_count": 25,
  "cp_max_fo": 14,
  "max_stage_delay_ns": 0.91,
  "dieArea_um2": 6974,
  "fillers": 559,
  "cts_hold_buf": 0,
  "setup_viol": 0,
  "cp_slowest_cell": "clkdlybuf4s50_1",
  "finalHoldViolations": 0,
  "routed_wl_mm": 4.064,
  "crit_family": "buffers and inverters",
  "p_per_area_nw_per_um2": 679.9,
  "r2r-end": "crc_reg[30]$_DFFE_PN1P_",
  "final_util_pct": 51.29,
  "drt_iter0_drc": 59,
  "yosysUniqueCellTypes": 12,
  "grt_pass1_vias": 1476,
  "timing.final.crit_period_ns": 1.813,
  "ctsResizeCount": 0,
  "pre_cts_ws_ns": 0.5043,
  "clk_latency_ns": 0.34,
  "die_h_um": 83.51,
  "maxUsedRoutingLayer": "met4",
  "hp-class": "in2async",
  "cts.sinks": 64,
  "wl_met2_mm": 1.860,
  "slew_headroom_pct": 52.79,
  "avgSynthCellArea_um2": 13.84,
  "drtPass1Iterations": 4,
  "wire_per_inst_um": 13.24,
  "crit_type": "in2reg",
  "endpoint_kind": "register",
  "cp-start-kind": "primary input",
  "place_area_um2": 3057,
  "postCtsSetupRepairBufs": 0,
  "drc": 0,
  "clk_pin_slew_worst_paths_ns": 0.07,
  "numCtsBuffers": 9,
  "status": "completed",
  "portBuffers": 36,
  "ys.flops": 64,
  "cts_tree": "done",
  "grt-ovfl-total": 0
}
[report_power, final]
group,internal [W],switching (W),total (W)
Combinational,0.000159,0.0000869,0.000246
Clock,0.000521,0.000373,0.000894
Sequential,0.00105,0.0000400,0.00109
[cells in the mapped netlist]
master / count / area [um2]
buf_2: 5 / 25.02
xor2_1: 1 / 8.760
buf_12: 1 / 20.02
nor2b_1: 32 / 200.2
clkbuf_1: 8 / 30.03
a211o_1: 32 / 280.3
xor3_1: 13 / 309.1
buf_1: 3 / 11.26
dfrtp_1: 32 / 800.8
nor2_1: 32 / 120.1
buf_6: 1 / 11.26
dfstp_2: 32 / 840.8
[kinds of logic (layout without fill, tap and decap cells)]
family                 count (synthesis)  after routing  share of synthesized area (%)
flip-flops                            64             64                          61.77
AND/OR/NAND/NOR                       64             64                          12.05
AND-OR/OR-AND                         32             32                          10.55
buffers and inverters                 18             56                          3.672
XOR/XNOR                              14             14                          11.96
[area by class of cell]
class | instances | area (um2) | area share, %
Sequential cell | 64 | 1642 | 50.11
Multi-Input combinational cell | 110 | 918.4 | 28.04
Tap cell | 77 | 96.34 | 2.941
Timing Repair Buffer | 40 | 400.4 | 12.22
Clock buffer | 9 | 123.9 | 3.782
Clock inverter | 7 | 95.09 | 2.903
[per-stage QoR]
step / hold WS, ns / instances
after floorplan: 0.2444 / 192
after global placement: 0.4661 / 291
after detailed placement: 0.4689 / 291
after CTS: 0.2019 / 307
after global routing: 0.2137 / 307
final: 0.1954 / 307
[worst register-to-register path, cell delays in order (launching register included)]
cell and delay (ns):
dfstp_2 0.84, xor3_1 0.50, a211o_1 0.29
[worst max-delay path by stage]
stage,slack [ns],end,cells past startpoint
4_1_cts,0.87,crc_reg[23]$_DFFE_PN1P_,3
5_1_grt,0.79,crc_reg[23]$_DFFE_PN1P_,3
6_report,0.89,crc_reg[26]$_DFFE_PN1P_,3
[routing by layer]
layer	vias up	track usage [%]
met4	0	2.619
met2	33	18.93
li1	712	-
met1	750	21.00
met3	8	3.213
met5	-	0
[placed cells by master (no fill, tap or decap), types with 2 or more instances in the layout]
cell type         n
clkdlybuf4s50_1  33
nor2_1           32
nor2b_1          32
a211o_1          32
dfrtp_1          32
dfstp_2          32
xor3_1           13
clkbuf_8          9
buf_2             3
clkinv_2          2
bufinv_16         2
buf_12            2
buf_4             2

File: config.mk
export PLATFORM = sky130hd
export DESIGN_NAME = uart_tx_basic
export DESIGN_NICKNAME = uart_tx_basic
export VERILOG_FILES = /design/flow/design.v
export SDC_FILE = /design/flow/constraint.sdc
export NUM_CORES = 4
export LEC_CHECK = 1
export CORE_AREA = 10 10 94 94
export DIE_AREA = 0 0 104 104
File: constraint.sdc
current_design uart_tx_basic

set clk_period 1.9
set clk_io_pct 0.2

create_clock -name clk0 -period $clk_period [get_ports {clk}]

set non_clock_inputs [all_inputs -no_clocks]
set_input_delay [expr $clk_period * $clk_io_pct] -clock clk0 $non_clock_inputs
set_output_delay [expr $clk_period * $clk_io_pct] -clock clk0 [all_outputs]
File: design.v
`timescale 1ns / 1ps
module uart_tx_basic #(
    parameter CLK_FREQ = 50000000,   
    parameter BAUD_RATE = 115200     
)(
    input wire clk,
    input wire rst_n,
    input wire [7:0] data_in,        
    input wire start,                
    output reg tx,                   
    output reg busy                  
);
    localparam CLKS_PER_BIT = CLK_FREQ / BAUD_RATE;
    localparam COUNTER_WIDTH = $clog2(CLKS_PER_BIT);
    localparam IDLE       = 3'b000;
    localparam START_BIT  = 3'b001;
    localparam DATA_BITS  = 3'b010;
    localparam STOP_BIT   = 3'b011;
    reg [2:0] state;
    reg [COUNTER_WIDTH-1:0] clk_counter;
    reg [2:0] bit_index;
    reg [7:0] data_reg;
    wire baud_clk_en = (clk_counter == CLKS_PER_BIT[COUNTER_WIDTH-1:0] - 1'b1);
    always @(posedge clk or negedge rst_n) begin
        if (!rst_n) begin
            state <= IDLE;
            clk_counter <= 0;
            bit_index <= 0;
            data_reg <= 0;
            tx <= 1'b1;   
            busy <= 1'b0;
        end else begin
            case (state)
                IDLE: begin
                    tx <= 1'b1;
                    clk_counter <= 0;
                    bit_index <= 0;
                    if (start) begin
                        data_reg <= data_in;
                        busy <= 1'b1;
                        state <= START_BIT;
                    end else begin
                        busy <= 1'b0;
                    end
                end
                START_BIT: begin
                    tx <= 1'b0;   
                    if (baud_clk_en) begin
                        clk_counter <= 0;
                        state <= DATA_BITS;
                    end else begin
                        clk_counter <= clk_counter + 1'b1;
                    end
                end
                DATA_BITS: begin
                    tx <= data_reg[bit_index];
                    if (baud_clk_en) begin
                        clk_counter <= 0;
                        if (bit_index == 7) begin
                            bit_index <= 0;
                            state <= STOP_BIT;
                        end else begin
                            bit_index <= bit_index + 1'b1;
                        end
                    end else begin
                        clk_counter <= clk_counter + 1'b1;
                    end
                end
                STOP_BIT: begin
                    tx <= 1'b1;   
                    if (baud_clk_en) begin
                        clk_counter <= 0;
                        state <= IDLE;
                        busy <= 1'b0;
                    end else begin
                        clk_counter <= clk_counter + 1'b1;
                    end
                end
                default: begin
                    state <= IDLE;
                end
            endcase
        end
    end
endmodule
File: run.sh
#!/bin/bash
# OpenROAD 26Q1-2900-gdf79404cd8, Yosys 0.63+post, stock flow scripts
make -C /OpenROAD-flow-scripts/flow DESIGN_CONFIG=/design/flow/config.mk WORK_HOME=/design/flow/orfs finish
==> qor.yml <==
logic_synthesis:
  synth_chip_area_um2: 1346
  yosysWarnings: 1
  logic_family: "simple AND/OR/NAND/NOR gates"
  ys_sh_mux_pct: 15.06
  most_common_cell: "dfrtp_1"
  synth-compound-area-share_pct: 11.06
  syn_inst: 120
  ff_type: "dfrtp_1"
  synth_flops: 26
  synthSimpleGateAreaFrac_pct: 16.73
  avgSynthCellArea_um2: 11.22
  yosysUniqueCellTypes: 37
  synth-edff-count: 0
  ys_sh_xor_pct: 1.301
  top_cell_area_share_pct: 44.61
  topCellsByArea: "dfrtp_1, mux2i_1, mux2_2, dfstp_2, ha_1"
  synth_area_um2: 1346
  ys_cells: 120
  yosysSeqAreaShare_pct: 48.51
  async_flop_share_pct: 100.0
  top_cells_by_count: "dfrtp_1, nand2_1, mux2i_1"
  largest_area_cell: "dfrtp_1"
  ys_sh_adder_pct: 3.717
worst_setup_path:
  crit_arrival_ns: 1.28
  cp_slowest_cell: "dfstp_2"
  cpLargestDelayFamily: "flip-flops"
  required_ns: 1.52
  worstPathMaxFanout: 2
  cp-start-kind: "flip-flop"
  slowest_delay_ns: 0.55
  worstSetupPathDepth: 1
  path_class: "reg -> out"
  crit_buf_inv: 1
  ff2ff_path_depth: 5
  path_cells: "clkdlybuf4s50_1"
  critPathCaptureType: "output pin"
final_timing:
  slew_viol_final: 0
  max_freq_mhz: 601.6
  fin_ws_ns: 0.2377
  period_minus_slack_ns: 1.662
  max_slew_margin_pct: 60.57
  tns_ns: 0
  period_used_pct: 87.49
  finalHoldViolations: 0
  rsz0062_at_grt: "no"
  finClkSkew_ns: 0.003805
  tightest_slew_ns: 0.5866
  setup_violations: 0
outcome:
  outcome: "complete, no violations"
placed_design:
  io_buffers: 12
  pre_cts_slack_ns: 0.2261
  placed_area_um2: 1564
  gp_congestion: 0.8244
  hpwl_um: 1775
cts:
  ctsHtreeMaxLevel: 1
  cts_setup_buffers: 0
  cts_buffer_depth: 2
  cts_made_buffers: 3
  cts.repair.resized: 0
  cts_sinks: 26
  clk_pin_slew_ns: 0.09
  cts_tree: "done"
  cts_hold_buf: 0
  cts_root_buf: "clkbuf_8"
  clock_latency_ns: 0.26
job:
  max_cap_viol_count: 0
  warning_count: 26
die:
  die-area_um2: 10820
  dieHeight_um: 104
  rows: 30
  die_w_um: 104
  core_area_um2: 6832
  fp_util_pct: 19.71
  ios: 13
detailed_routing:
  wl_per_cell_um: 10.75
  avgViaCountPerCell: 3.904
  vias: 898
  remaining_drc_errors: 0
  drtIter0Drc: 52
  ant_nets: 0
  firstDrtPassIters: 3
  wl_um: 2473
  antenna_cells: 0
global_routing:
  track_usage_pct: 4.613
  grt_max_degree: 27
  grt_pass1_vias: 967
  grt.overflow.total: 0
  grt_pass1_wl_um: 4395
  antenna_found_initial: 0
cells_and_area:
  largest_reg_flops: 9
  stdcell_area_um2: 1635
  num-fill-cells: 753
  area_delta_synth_final_pct: 21.47
  drive_gt1_share_pct: 16.42
power:
  peakVddDrop_mv: 0.3773
  leakage_nw: 0.6501
  powerDensity_nw_per_um2: 676.7
worst_hold_path:
  hp-class: "in -> async"
[cell usage in the layout, fill, tap and decap left out, types with 2 or more instances in the layout]
cell type / instances
inv_1: 5
o22ai_1: 2
a31oi_1: 3
a21oi_1: 3
ha_1: 4
o21ai_1: 7
nand3_1: 5
clkbuf_8: 3
mux2i_1: 9
xnor2_1: 2
a22o_1: 2
mux2_2: 8
dfrtp_1: 24
dfstp_2: 2
o21ai_0: 2
nand2_1: 12
nand2b_1: 4
nor2_1: 5
clkdlybuf4s50_1: 12
[cells by family after synthesis]
logic type | after synthesis
compound gates | 23
fa+ha+maj | 4
buf+inv | 8
simple gates | 39
xor+xnor | 2
mux | 18
flops | 26
[path summary, 6_finish.rpt]
kind,from,end,slack (ns)
setup / recovery,tx,tx,0.24
min in group clk0,data_reg[6],data_reg[6],0.51
hold / removal,rst_n,data_reg[5],0.47
hold reg to reg,data_reg[6],data_reg[6],0.51
setup reg to reg,clk_counter[0],clk_counter[1],0.34
max in group asynchronous,rst_n,tx,1.12
[cell type report]
type | instances | area [um2] | share of cell area, %
clock inverter | 1 | 30.03 | 1.836
sequential | 26 | 653.1 | 39.94
multi-input combinational | 86 | 644.4 | 39.40
clock buffer | 3 | 41.29 | 2.525
inverter | 5 | 18.77 | 1.148
tap | 96 | 120.1 | 7.345
timing repair buffer | 13 | 127.6 | 7.804
[metrics by stage]
stage | power [mW] | utilization (%) | hold WS [ns] | instances
after floorplan | 0.6207 | - | 0.08441 | 120
after global placement | 0.6653 | 22.89 | 0.4853 | 226
after detailed placement | 0.6672 | 22.89 | 0.4928 | 226
after CTS | 1.127 | 23.94 | 0.4875 | 230
after global routing | 1.157 | 23.94 | 0.5064 | 230
final | 1.107 | 23.94 | 0.4719 | 230
[where the power goes]
part	internal [mW]	switching [mW]
registers	0.576	0.0116
logic	0.0445	0.0217
clock network	0.282	0.172
[per-layer routing]
metal  up-vias  global-route usage (%)  share of wire [%]
li1        460                       -                  -
met1       427                   6.768                 52
met2         7                   6.937                 42
met3         4                  0.9398                4.0
met4         0                  0.7952                1.7
met5         -                       0                  0
No activity file was given, so power comes from the tool's default toggle rates.
